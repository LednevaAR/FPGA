===== /design/flow/design.v =====
module NCO (clk, rst, step, out);
parameter STEP_SIZE = 16;
parameter ADDR_WIDTH = 8;
parameter LUT_WIDTH = 16; 
localparam FRACT_WIDTH = STEP_SIZE - ADDR_WIDTH;
input clk;
input rst;
input [STEP_SIZE - 1 : 0] step;
output reg [LUT_WIDTH - 1 : 0] out;
reg signed [LUT_WIDTH - 1 : 0] LUT [2 ** ADDR_WIDTH - 1 : 0];
reg [STEP_SIZE + FRACT_WIDTH - 1 : 0] ph_accum;
always @(posedge clk) begin
    if (rst)
        ph_accum <= 0;
    else
        ph_accum <= ph_accum + step;
end
localparam PI = $asin(1) * 4.0;
initial begin
integer phase;
    for (phase = 0; phase < 2 ** ADDR_WIDTH; phase = phase + 1) begin
       LUT[$rtoi(phase)] = ($sin(2 * PI * phase / 2.0 ** ADDR_WIDTH)) * 2 ** (LUT_WIDTH - 2);
    end
end
wire dither;
assign dither = 0;
reg [ADDR_WIDTH - 1 : 0] addr;
always @(posedge clk) begin
    if (rst)
        addr <= 0;
    else
        addr <= ph_accum[ADDR_WIDTH + FRACT_WIDTH - 1 : FRACT_WIDTH];
end
always @ (posedge clk)
	begin
		out <= LUT[addr];
	end
endmodule

===== /design/flow/constraint.sdc =====
current_design NCO

set clk_period 6.8
set clk_io_pct 0.2

create_clock -name clk0 -period $clk_period [get_ports {clk}]

set non_clock_inputs [all_inputs -no_clocks]
set_input_delay [expr $clk_period * $clk_io_pct] -clock clk0 $non_clock_inputs
set_output_delay [expr $clk_period * $clk_io_pct] -clock clk0 [all_outputs]

===== /design/flow/config.mk =====
export PLATFORM = sky130hd
export DESIGN_NAME = NCO
export DESIGN_NICKNAME = NCO
export VERILOG_FILES = /design/flow/design.v
export SDC_FILE = /design/flow/constraint.sdc
export NUM_CORES = 4
export LEC_CHECK = 1
export CORE_UTILIZATION = 50
export SYNTH_HDL_FRONTEND = slang

===== /design/flow/run.sh =====
#!/bin/bash
# OpenROAD 26Q1-2900-gdf79404cd8, Yosys 0.63+post, stock flow scripts
make -C /OpenROAD-flow-scripts/flow DESIGN_CONFIG=/design/flow/config.mk WORK_HOME=/design/flow/orfs finish

==> out/summary.log <==
INFO  logic_synthesis post_syn_area=4419um2
INFO  drt            route.detailed.vias_per_inst=6.826
INFO  critical_path  path_class=in -> reg
INFO  timing         setup_viol=0
INFO  global_routing grt_antenna_before_repair=0
INFO  die            fp.dieArea=9219um2
INFO  timing         holdWs=0.4690ns
INFO  drt            route.vias.total=4799
INFO  timing         final_sum_of_negative_setup_slack=0ns
INFO  global_routing grt_pass1_wl=22050um
INFO  logic_synthesis synth.most_common_cell=sky130_fd_sc_hd__o21ai_0
INFO  critical_path  worstPathMaxFanout=3
INFO  logic_synthesis ys_area=4419um2
INFO  clocking       cts.path.max_buffers=2
INFO  global_routing grt_pass1_vias=4144
INFO  die            die.size.x=96.02um
INFO  job            openroad.warnings=43
INFO  timing         max_freq=286.7MHz
INFO  pwr            power.ir.vdd_worst=184.2uV
INFO  logic_synthesis yosys_warnings=0
INFO  drt            antenna_cells=0
INFO  logic_synthesis numSynthFlops=38
INFO  timing         layout_min_cycle_time=3.488ns
INFO  drt            route.detailed.drc=0
INFO  place          detailedPlace.worstSlack=2.982ns
INFO  logic_synthesis synth.largest_area_cell=sky130_fd_sc_hd__dfxtp_1
INFO  clocking       clk_latency=0.31ns
INFO  critical_path  arrival=3.68ns
INFO  timing         finalHoldViolations=0
INFO  critical_path  worst_setup_path_start_kind=input port
INFO  clocking       resized_gates_after_cts=0
INFO  status         result_of_the_run=finished clean
INFO  drt            wirelength=14200um
INFO  drt            avgRoutedWirePerCell=20.19um
INFO  clocking       post_cts_hold_buffer_count=0
INFO  pwr            powerDensity=397.1nW/um2
INFO  die            die_h=96.02um
INFO  place          io_buffers=32
INFO  die            core_area=8382um2
INFO  timing         report.final.slew_viol_count=0
INFO  die            rows=33
INFO  logic_synthesis ys_cells=609
INFO  logic_synthesis postSynth.topFlopCell=sky130_fd_sc_hd__dfxtp_1
INFO  logic_synthesis synth_cells=609
INFO  clocking       cts_tree=done
INFO  timing         tightest_slew=0.8373ns
INFO  clocking       clk_transition_reported_paths=0.09ns
INFO  cells_and_area ratio_of_cells_with_drive_above_1_in_the_final_layout=0.06522
INFO  die            initial_util=0.5272
INFO  global_routing total_routing_resource_utilization_after_global_routing=0.3219
INFO  job            timing.max_cap.violations=0
INFO  timing         finalCritPeriodShare=0.5129
INFO  global_routing grt_remaining_overflow=0
INFO  clocking       clock-sinks=38
INFO  timing         final.setup.worst_slack=3.312ns
INFO  pwr            post-layout-total-power=1.901mW
INFO  global_routing grt_start_max_net_pins=91
INFO  drt            final_antenna_net_count=0
INFO  place          detailed_place_hpwl=9341um
INFO  cells_and_area syn_to_final_growth=8.324%
INFO  timing         finalClockSkew=0.01064ns
INFO  logic_synthesis area_leaders=sky130_fd_sc_hd__dfxtp_1 (17%), sky130_fd_sc_hd__ha_1 (9.1%), sky130_fd_sc_hd__o21ai_0 (6.5%)
INFO  clocking       numCtsBuffers=5
INFO  logic_synthesis enable_flop_cells=0
INFO  drt            firstDrtPassIters=6
INFO  pwr            power_leakage=1.780nW
INFO  worst_hold_path type_of_the_tightest_min_delay_check=reg -> reg
INFO  clocking       clock_tree.root_cell=sky130_fd_sc_hd__clkbuf_8
INFO  place          gp_weighted_congestion=1.016
INFO  logic_synthesis seq_area_frac_synth=0.1721
INFO  die            num_io_pins=34
INFO  logic_synthesis synth_top_area_share=0.1721
INFO  clocking       cts.repair_timing.setup_buffer_count=0
INFO  logic_synthesis synthesis.area_per_instance=7.257um2
INFO  drt            first_iter_violations=534
INFO  logic_synthesis synthDistinctLibCells=68
INFO  clocking       cts_htree_levels=2
INFO  critical_path  end_kind=register
INFO  timing         timing.max_slew.rel_slack=0.4412
INFO  logic_synthesis yosys-top-cells-count=sky130_fd_sc_hd__o21ai_0 (57), sky130_fd_sc_hd__nor2_1 (54), sky130_fd_sc_hd__a21oi_1 (48)
INFO  critical_path  req_time_crit_path=7.00ns
INFO  logic_synthesis async_flop_share=0
INFO  timing         grt_setup_unrepaired=false
[flip-flops by register name, summed over array words and instances (netlist names)]
signal and flops:
addr 7, out 16, ph_accum 15
[metal layers]
layer  vias up  track usage  share of wire
met2       290       0.4793           0.44
met4         0       0.1368          0.050
met3        58      0.05221          0.093
met1      2206       0.4676           0.42
met5         -            0              0
li1       2245            -              -
[logic make-up (layout without fill, tap and decap cells)]
family	count (synthesis)	in the layout	share of synthesized area
buf+inv	77	66	0.07531
xor+xnor	8	8	0.01586
fa+ha+maj	34	34	0.09739
compound gates	229	229	0.3468
simple gates	207	207	0.2344
flops	38	38	0.1721
mux	16	16	0.05804
[per-stage QoR]
| step | utilization | area (um2) | std cells |
|---|---|---|---|
| after floorplan | - | 4419 | 609 |
| after global placement | 0.5575 | 4673 | 695 |
| after detailed placement | 0.5575 | 4673 | 695 |
| after CTS | 0.5711 | 4787 | 703 |
| after global routing | 0.5711 | 4787 | 703 |
| final | 0.5711 | 4787 | 703 |
[report_power, final]
part	switching (mW)	leakage (nW)	internal (mW)
clock network	0.0951	0.0504	0.109
logic	0.786	1.41	0.548
registers	0.0484	0.317	0.314
[worst max-delay path, cell delays in order]
cell and delay, ns:
sky130_fd_sc_hd__clkdlybuf4s50_1 0.40, sky130_fd_sc_hd__ha_1 0.23, sky130_fd_sc_hd__fa_1 0.41, sky130_fd_sc_hd__a21oi_1 0.22, sky130_fd_sc_hd__o211ai_1 0.21, sky130_fd_sc_hd__a2111oi_0 0.59
sky130_fd_sc_hd__or4_1 0.19, sky130_fd_sc_hd__o21ai_0 0.06
[area by class of cell]
type | instances | area (um2)
Tap cell | 105 | 131.4
Timing Repair Buffer | 41 | 387.9
Inverter | 17 | 63.81
Clock inverter | 3 | 45.04
Sequential cell | 38 | 764.5
Clock buffer | 5 | 68.82
Multi-Input combinational cell | 494 | 3326
Fill cell | 781 | 3595
[final timing paths]
| check | start | to | slack [ns] | depth (start not counted) |
|---|---|---|---|---|
| hold / removal | ph_accum[12] | addr[4] | 0.47 | 1 |
| setup / recovery | step[0] | ph_accum[14] | 3.31 | 8 |
| hold reg to reg | ph_accum[12] | addr[4] | 0.47 | 1 |
| setup reg to reg | addr[1] | out[1] | 3.52 | 8 |
[cells in the final DEF, fill, tap and decap left out, drive strengths merged, types with 6 or more instances in the layout]
cell / n
clkdlybuf4s50: 32
o31ai: 6
a21oi: 48
nand2: 41
o21a: 6
nand3: 13
o311ai: 7
buf: 9
nor2b: 26
ha: 32
o21ai: 57
mux4: 7
nand2b: 21
o22ai: 6
and2: 10
inv: 16
a211o: 6
nor2: 54
nor3: 18
a31oi: 10
o211ai: 9
a221oi: 9
dfxtp: 38
a211oi: 11
Power is estimated from default activity; no workload was simulated.
