===== flow/constraint.sdc =====
current_design matrix_multiplier

set clk_period 17.3
set clk_io_pct 0.2

create_clock -name clk0 -period $clk_period [get_ports {clk_i}]

set non_clock_inputs [all_inputs -no_clocks]
set_input_delay [expr $clk_period * $clk_io_pct] -clock clk0 $non_clock_inputs
set_output_delay [expr $clk_period * $clk_io_pct] -clock clk0 [all_outputs]

===== flow/config.mk =====
export PLATFORM = sky130hd
export DESIGN_NAME = matrix_multiplier
export DESIGN_NICKNAME = matrix_multiplier
export VERILOG_FILES = /design/flow/design.v
export SDC_FILE = /design/flow/constraint.sdc
export NUM_CORES = 4
export LEC_CHECK = 1
export CORE_UTILIZATION = 30
export SYNTH_HDL_FRONTEND = slang

===== flow/design.v =====
`timescale 1ns/1ps
module matrix_multiplier #(
  parameter int DATA_WIDTH  = 8,
  parameter int A_ROWS  = 8,
  parameter int B_COLUMNS  = 5,
  parameter int A_COLUMNS_B_ROWS  = 4,
  parameter int C_DATA_WIDTH = (2 * DATA_WIDTH) + $clog2(A_COLUMNS_B_ROWS)
) (
  input                           clk_i,
  input                           reset_i,
  input                           valid_i,
  output logic                    valid_o,
  input        [DATA_WIDTH-1:0]   a_i[A_ROWS * A_COLUMNS_B_ROWS],
  input        [DATA_WIDTH-1:0]   b_i[A_COLUMNS_B_ROWS * B_COLUMNS],
  output logic [C_DATA_WIDTH-1:0] c_o[A_ROWS * B_COLUMNS]
);
  logic [C_DATA_WIDTH-1:0] c_calc[A_ROWS * B_COLUMNS];
  always @(*) begin : multiply
    logic [C_DATA_WIDTH-1:0] c_element;
    for (int i = 0; i < A_ROWS; i = i + 1) begin : C_ROWS
      for (int j = 0; j < B_COLUMNS; j = j + 1) begin : C_COLUMNS
        c_element = 0;
        for (int k = 0; k < A_COLUMNS_B_ROWS; k = k + 1) begin : DOT_PRODUCT
          c_element = c_element + (a_i[(i * A_COLUMNS_B_ROWS) + k] * b_i[(k * B_COLUMNS) + j]);
        end
        c_calc[(i * B_COLUMNS) + j] = c_element;
      end
    end
  end
  always @(posedge clk_i) begin : proc_reg
    if (reset_i) begin
      valid_o <= 1'b0;
      for (int idx = 0; idx < (A_ROWS * B_COLUMNS); idx++) begin
        c_o[idx] <= '0;
      end
    end else begin
      valid_o <= valid_i;
      for (int idx = 0; idx < (A_ROWS * B_COLUMNS); idx++) begin
        c_o[idx] <= c_calc[idx];
      end
    end
  end
  initial begin
    integer idx;
    $dumpfile("dump.vcd");
    $dumpvars(1, matrix_multiplier);
    $dumpvars(1, a_i);
    $dumpvars(1, b_i);
    $dumpvars(1, c_o);
  end
endmodule

===== flow/run.sh =====
#!/bin/bash
# OpenROAD 26Q1-2900-gdf79404cd8, Yosys 0.63+post, stock flow scripts
make -C /OpenROAD-flow-scripts/flow DESIGN_CONFIG=/design/flow/config.mk WORK_HOME=/design/flow/orfs finish

==> run summary <==
Implementation summary

The run finished with clean final reports. Among all flip-flop cells after synthesis, the most frequent one is dfxtp_1. Per the synthesis report, the single largest cell type by area occupies between 40 and 50% of cell area.

Setup repair after global routing left no endpoint under its margin. The worst setup path is launched from an input pin. The floorplan has approximately 420 rows. The worst slew slack as a fraction of its limit is approximately a third. The path with the worst hold slack has its endpoint at valid_o.

Buffers inserted to repair hold after CTS numbered 0. The clock input transition at the sequential cells of the worst setup and hold paths is ~0.060 ns. Across all layers, the routed design uses 274300 vias. The weighted congestion at the end of routability-driven global placement is roughly 0.96. Warnings raised by the tools during the run amount to around 220. By area, the combinational part of the netlist is dominated by adder cells.

The hold path depth is 2. The non-filler instance count after layout is a little over 60000. The number of cell instances after yosys synthesis is 43140. The number of maximum-capacitance violations recorded for the run is 0. The fraction of the mapped netlist area in adder cells is 62.51%.

The area fraction in mux cells is 0.2097%. The nature of the critical path endpoint is a flop. For this run, the detailed router reports a per-instance via density of between 4 and 5. Per the final report, max-transition violations number 0. For this run, the detailed router's first-pass iteration total came to 33. Post-CTS repair changed the size of 0 cells. The largest fanout of any net on the critical path is 27. The pre-placement core utilization is 30.11%. The longest clock path from root to sink contains 5 buffers. Once iteration 0 of detailed routing completed, the report listed ~12000 DRC markers. Of all cell types, the one taking the most synthesized area is fa_1. The sum of overflow across all layers after global routing is 0. Counting endpoints that fail hold in the final report gives 0. The CTS H-tree depth is 4.

The flow measured a signed area growth from synthesis to layout of 9.105%. The core region is between 1000000 and 1500000 µm². The hold path startpoint is reset_i. Once the clock tree was built, the setup fixing pass inserted 0 buffers.

The main area contributors are fa_1, ha_1, inv_1. TritonCTS built the clock tree. The wire length of the first global-routing pass is between 2000000 and 2500000 µm. The average cell area after synthesis is about 9.0 µm². The number of antenna violations at the first check in global routing came to 334. The path class of the lowest-slack min-delay path is input pin to flop.

Summed over all routing layers, the global router reports a total usage of between 20% and 30%. The number of unique standard cell types used by synthesis is 83. The critical path is of the input pin to flop type. The total placed cells including tap cells is about 60000. The final critical delay including setup and external delays is ~11 ns. The mean routed wirelength per cell is ~25 µm.

The commonest cells after synthesis are inv_1, fa_1, and2_1, ha_1, nand2_1. The share of layout cells above drive strength 1 is between 3 and 4%. After routing, the total negative slack on setup checks comes to 0 ns. The total I/O pin count is 1140. The TritonCTS sink count is around 720. Note, the detailed placer reported a final HPWL of between 1000000 and 1500000 µm. The die height is 1143 µm.

The stat command in Yosys gives a chip area of between 300000 and 400000 µm². The remaining routing DRC violations is 0. The total standard cell area after synthesis is about 400000 µm². The tally of yosys warning messages is 0. Synthesis produced a netlist whose cell count is ~43000. TritonCTS created 143 clock buffers. The wire length after detailed routing is 1499000 µm. The required time at the endpoint of the critical path is about 18 ns. The remaining antenna violation count after routing is 0.

Looking at the max-slew report, the worst-margin pin has a slew of 0.9805 ns. The synthesized-area fraction occupied by ao, oa, aoi and oai cells is approximately 2.4%. The highest attainable clock frequency is between 90 and 100 MHz. From left edge to right edge, the die measures 1143 µm. The synthesized-area fraction occupied by and/or/nand/nor cells is approximately 17%.

The count of final setup violators is 0. The clock root buffer master is clkbuf_16. Data on the critical path arrives at its endpoint at 11.50 ns. The register area share after synthesis is roughly 3.7%. The die area is around 1300000 µm². The number of flip-flops and latches in the synthesized netlist is 721. The via count of the first global-routing pass is around 300k. Summing the areas of all xor and xnor instances in the mapped netlist gives 0.7317% of the synthesized area. The fraction of registers with async set/reset is 0%. Entering global routing, the biggest net connects around 57 pins. Per the placement log, port buffering inserted between 1000 and 1500 buffers. After layout, the worst path uses 61.21% of the clock period. In this run, synthesis inferred 0 flip-flops with an integrated enable. inv_1 is the most common cell in the netlist.
## per-layer routing
| layer | vias up | share of wire, % | track usage (%) |
|---|---|---|---|
| li1 | 123300 | - | - |
| met5 | - | 0.090 | 0.4501 |
| met1 | 139100 | 34 | 27.99 |
| met4 | 208 | 6.7 | 12.22 |
| met3 | 2134 | 14 | 14.75 |
| met2 | 9564 | 45 | 37.04 |
## worst max-delay path, cell delays in order
cell	delay, ns
buf_6	0.45
buf_4	0.41
buf_4	0.46
and2_1	0.24
fa_1	0.45
fa_1	0.55
inv_1	0.06
fa_1	0.54
inv_1	0.06
fa_1	0.50
inv_1	0.06
fa_1	0.55
fa_1	0.42
fa_1	0.46
fa_1	0.50
inv_1	0.05
ha_1	0.31
nor2b_1	0.19
o21ai_0	0.13
a21boi_0	0.50
o21ai_0	0.31
o21ai_0	0.27
mux2_2	0.36
## worst max path at each step
| stage | startpoint | to | slack [ns] |
|---|---|---|---|
| final | b_i[9] | c_o[213] | 6.71 |
| after global routing | a_i[25] | c_o[34] | 6.54 |
| after CTS | a_i[25] | c_o[34] | 6.85 |
## cell type report
cell class | instances | area [µm²]
well taps | 17220 | 21550
clock inverters | 73 | 799.5
diodes | 259 | 648.1
inverters | 12190 | 45780
multi-input cells | 27970 | 321600
flip-flops and latches | 721 | 14430
fillers | 134200 | 870200
clock buffers | 173 | 3913
repair buffers | 2032 | 17060
## sequential cells by signal, indices dropped and copies added (netlist names)
register	flops
valid_o	1
c_o	720
## per-stage QoR
| step | worst slack [ns] | instance area (µm²) | utilization, % | hold WS (ns) |
|---|---|---|---|---|
| after detailed placement | 5.778 | 420400 | 32.44 | 3.889 |
| after CTS | 6.847 | 425100 | 32.80 | 2.747 |
| final | 6.710 | 425800 | 32.85 | 2.851 |
| after global routing | 6.536 | 425300 | 32.82 | 2.828 |
| after floorplan | 7.352 | 390200 | - | 3.588 |
| after global placement | 5.742 | 420400 | 32.44 | 3.889 |
## cells by family (layout without fill, tap and decap cells)
| group | Yosys count | after routing |
|---|---|---|
| buffers and inverters | 14460 | 14470 |
| DFF | 721 | 721 |
| muxes | 75 | 75 |
| adders and majority gates | 14120 | 14120 |
| other | 0 | 259 |
| and+or+nand+nor | 12000 | 12000 |
| AOI/OAI and AO/OA | 1447 | 1447 |
| xor gates and xnor gates | 326 | 326 |
## placed cells by master (no fill, tap or decap), drive strengths merged, types with 143 or more instances in the layout
cell type,netlist,routed
nand2,3613,3613
a21o,182,182
dfxtp,721,721
and2,6919,6919
nor2,567,567
a211oi,143,143
xnor2,229,229
buf,174,1290
nor2b,290,290
fa,8960,8960
inv,12190,12210
o21ai,304,304
clkbuf,2087,174
diode,0,259
nor3,196,196
ha,5160,5160
a21oi,320,320
clkdlybuf4s50,0,741
